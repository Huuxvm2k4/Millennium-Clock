===== flow/run.sh =====
#!/bin/bash
# OpenROAD 26Q1-2900-gdf79404cd8, Yosys 0.63+post, stock flow scripts
make -C /OpenROAD-flow-scripts/flow DESIGN_CONFIG=/design/flow/config.mk WORK_HOME=/design/flow/orfs finish

===== flow/config.mk =====
export PLATFORM = sky130hd
export DESIGN_NAME = hour_counter
export DESIGN_NICKNAME = hour_counter
export VERILOG_FILES = /design/flow/design.v
export SDC_FILE = /design/flow/constraint.sdc
export NUM_CORES = 4
export LEC_CHECK = 1
export CORE_AREA = 10 10 70 70
export DIE_AREA = 0 0 80 80

===== flow/constraint.sdc =====
current_design hour_counter

set clk_period 3.2
set clk_io_pct 0.2

create_clock -name clk0 -period $clk_period [get_ports {enable}]

set non_clock_inputs [all_inputs -no_clocks]
set_input_delay [expr $clk_period * $clk_io_pct] -clock clk0 $non_clock_inputs
set_output_delay [expr $clk_period * $clk_io_pct] -clock clk0 [all_outputs]

===== flow/design.v =====
module hour_counter(
    input clk_1s,           
    input rstn,          
    input enable,
    input set_enable,            
    input set_mode,          
    input inc,               
    input dec,               
    output [3:0] hour_tens,   
    output [3:0] hour_units,  
    output reg hour_done      
);
reg [5:0] hour;
wire inc_pulse = (set_mode && inc); 
wire dec_pulse = (set_mode && dec); 
assign hour_tens = (hour >= 20)? 2 : ((hour >= 10) ? 1 :0);
assign hour_units = hour - (hour_tens * 10);
wire tick = (!set_enable) ? enable : (inc_pulse | dec_pulse);
always @(posedge enable or negedge rstn) begin
    if (!rstn) begin
        hour_done <= 0;
    end else begin
        hour_done <= (hour == 23 && clk_1s);
    end
end
always @(posedge tick or negedge rstn) begin
    if (!rstn) begin
        hour <= 0;
    end else if (set_enable && set_mode) begin
        if (inc_pulse) begin
            hour <= (hour >= 23) ? 0 : hour + 1;
        end else if (dec_pulse) begin
            hour <= (hour == 0) ? 23 : hour - 1;
        end
    end else if (!set_enable) begin
        if (hour >= 23) begin
            hour <= 0;
        end else begin
            hour <= hour + 1;
        end
    end
end
endmodule

==> impl_metrics.yaml <==
# implementation run metrics
status:
  status: "complete, no violations"
synthesis:
  top_logic_kind: "AND-OR/OR-AND gates"
  yosys-top-cells-count: "dfrtp_1, inv_1"
  syn_area_per_cell_um2: 8.61
  ys_async_sr_fraction_pct: 100
  synth-edff-count: 0
  yosysWarningCount: 1
  ys_sh_xor_pct: 2.36
  ys_seq_share_pct: 23.6
  ys_sh_aoi_pct: 27.5
  flop_cell: "dfrtp_1"
  ys_chip_area_um2: 741
  synth_top_area_share_pct: 23.6
  netlist_area_um2: 741
  netlist_instances: 86
  synth_stat.cells: 86
  ys_ff: 7
  top_area_cell: "dfrtp_1"
  synthDistinctLibCells: 40
  ys_sh_mux_pct: 2.87
  top_cells_by_area: "dfrtp_1, ha_1, buf_4, a21oi_1, o21ai_0"
  simple_gate_share_pct: 20.6
  top_cell: "dfrtp_1"
  synth-adder-area-share_pct: 9.46
cts:
  cts_tree: "yes"
  clkLatencyLatePin_ns: 0.66
  clk_pin_slew_ns: 0.04
pwr:
  vdd_drop_max_mv: 0.124
  power_density_nw_per_um2: 616
  power_mw: 0.638
  power_leakage_nw: 0.467
final_timing:
  fmax_mhz: 329
  clock_skew_ns: 0.0163
  fin_crit_sh_pct: 95.0
  final.min_clock_period_ns: 3.04
  setup_viol: 0
  slew_viol_final: 0
  hold_viol: 0
place:
  numPortBuffers: 13
  dp_hpwl_mm: 1.29
  dp.cells: 138
  placed_area_um2: 870
  globalplace.congestion: 0.845
drt:
  drt_wl_total_mm: 1.74
  route.detailed.drc: 0
  ant_nets: 0
  detail_route.vias_per_cell: 4.68
  first_pass_iters: 5
  drt-wirelength-per-cell_um: 10.9
  num_vias: 744
  n_antenna_cell: 0
  drt_iter0_markers: 174
floorplanning:
  die_x_um: 80
  rows: 21
  die-area_um2: 6400
  fp_util_pct: 21.7
  ios: 16
  die_h_um: 80
  core_area_um2: 3420
critical_path:
  critPathRequiredTime_ns: 2.56
  end_kind: "output port"
  crit_arrival_ns: 2.40
  reg2reg_depth: 5
  r2r_start: "hour[0]"
  critical_path_class: "reg -> out"
  crit_path_start_kind: "flop"
  path_max_fanout: 4
  critPathLaunch: "hour[2]"
flow_run:
  drv_cap: 0
  warnings: 28
grt:
  grt_max_degree: 17
  overflow: 0
  grtUsageTotal_pct: 5.50
  antenna_found_initial: 0
  first_global_vias: 769
  grt_pass1_wl_mm: 3.04
final_layout:
  post-route-util_pct: 30.3
  fin_area_um2: 1040
  fin_cells: 159
  syn_to_final_growth_pct: 39.9
  drive_gt1_share_pct: 33.6
hold_path:
  min_path_type: "in -> async"
-- area by class of cell --
type	count	area [um^2]
clock inverter	1	3.75
inverter	6	22.5
fill	360	2380
multi-input combinational	64	485
clock buffer	11	78.8
timing repair buffer	24	210
sequential	7	178
tap	46	57.6
-- logic make-up after synthesis --
logic type / after synthesis
compound gates: 27
flops: 7
other cells: 1
xor+xnor: 2
simple gates: 26
mux: 2
buf+inv: 16
fa+ha+maj: 5
-- worst max-delay path, stage by stage (launching register included) --
cell	delay, ns
dfrtp_2	0.37
inv_2	0.05
a211o_1	0.29
a21oi_2	0.16
ha_2	0.20
fa_2	0.21
xnor2_2	0.12
xnor2_1	0.13
dlygate4sd2_1	0.22
-- per-layer routing --
| metal | vias to the layer above | track usage, % | wire [um] |
|---|---|---|---|
| met5 | - | 0 | 0 |
| met4 | 0 | 2.29 | 22 |
| met1 | 335 | 6.03 | 683 |
| met3 | 4 | 1.82 | 192 |
| met2 | 41 | 9.47 | 838 |
| li1 | 364 | - | - |
-- cell usage in the layout, fill, tap and decap left out, types with 2 or more instances in the layout --
cell,instances
buf_4,11
clkdlybuf4s50_1,11
a21oi_1,5
dlygate4sd2_1,2
dfrtp_1,5
nor3_1,2
nor2_1,5
inv_1,4
inv_2,3
a211oi_1,3
o21ai_0,5
clkbuf_4,10
conb_1,2
nand3_1,4
nand4_1,2
dfrtp_2,2
a21o_1,3
ha_1,3
nand2_1,5
-- flip-flops by register name, summed over array words and instances (netlist names) --
signal / cells
hour: 6
hour_done: 1
-- metrics by stage --
step                TNS [ns]  worst slack, ns  hold WS, ns
global placement           0            0.346        0.667
finish                     0            0.160        0.242
detailed placement         0            0.297        0.655
CTS                        0            0.122        0.216
global route        -0.00851         -0.00851        0.202
floorplan                  0            0.939        0.344
-- final timing paths --
check,end,slack [ns]
worst max-delay path,hour_units[3],0.16
worst min-delay path,hour[5],0.24
worst max register to register,hour[4],1.46
worst min register to register,hour[4],0.67
max in group asynchronous,hour[2],2.69
min in group clk0,hour_done,0.58
-- power by group --
part           internal [mW]  switching (mW)
Sequential            0.0734          0.0232
Combinational          0.210           0.159
Clock                  0.129          0.0444
Total                  0.412           0.226
-- timing repair --
action,4_1_cts,5_1_grt
pin swaps,5,1
setup endpoints to repair,3,2
endpoints found under the hold margin,0,0
resized,9,0
buffers inserted,9,1
gates cloned,0,0
hold buffers,0,0
No activity file was given, so power comes from the tool's default toggle rates.
