## flow/run.sh

```bash
#!/bin/bash
# OpenROAD 26Q1-2900-gdf79404cd8, Yosys 0.63+post, stock flow scripts
make -C /OpenROAD-flow-scripts/flow DESIGN_CONFIG=/design/flow/config.mk WORK_HOME=/design/flow/orfs finish
```

## flow/config.mk

```make
export PLATFORM = sky130hd
export DESIGN_NAME = minute_counter
export DESIGN_NICKNAME = minute_counter
export VERILOG_FILES = /design/flow/design.v
export SDC_FILE = /design/flow/constraint.sdc
export NUM_CORES = 4
export LEC_CHECK = 1
export CORE_AREA = 10 10 72 72
export DIE_AREA = 0 0 82 82
```

## flow/constraint.sdc

```tcl
current_design minute_counter

set clk_period 2.2
set clk_io_pct 0.2

create_clock -name clk0 -period $clk_period [get_ports {enable}]

set non_clock_inputs [all_inputs -no_clocks]
set_input_delay [expr $clk_period * $clk_io_pct] -clock clk0 $non_clock_inputs
set_output_delay [expr $clk_period * $clk_io_pct] -clock clk0 [all_outputs]
```

## flow/design.v

```verilog
module minute_counter(
    input clk_1s,           
    input rstn,          
    input enable, 
    input set_enable,          
    input set_mode,          
    input inc,               
    input dec,               
    output [3:0] minute_tens,   
    output [3:0] minute_units,  
    output reg minute_done      
);
reg [5:0] minute;
wire inc_pulse = (set_mode && inc); 
wire dec_pulse = (set_mode && dec); 
assign minute_tens = (minute >=50) ? 5 : ((minute >= 40) ? 4 :((minute >= 30) ? 3 :((minute >= 20)? 2 : ((minute >= 10) ? 1 :0))));
assign minute_units = minute - (minute_tens * 10);
wire tick = (!set_enable) ? enable : (inc_pulse | dec_pulse);
always @(posedge enable or negedge rstn) begin
    if (!rstn) begin
        minute_done <= 0;
    end else begin
        minute_done <= (minute == 59 && clk_1s);
    end
end
always @(posedge tick or negedge rstn) begin
    if (!rstn) begin
        minute <= 0;
    end else if (set_enable && set_mode) begin
        if (inc_pulse) begin
            minute <= (minute >= 59) ? 0 : minute + 1;
        end else if (dec_pulse) begin
            minute <= (minute == 0) ? 59 : minute - 1;
        end
    end else if (!set_mode && !set_enable) begin
        if (minute == 59) begin
            minute <= 0;
        end else begin
            minute <= minute + 1;
        end
    end
end
endmodule
```

==> run summary <==
status -> finished, violations left
failing checks -> negative setup slack
fraction of layout cells with a size suffix above 1 -> 44.6%
clk slew on worst S/H paths -> 0.03 ns
most common cell in the netlist -> inv_1
Max Freq -> 313 MHz
Initial DRC Count -> 48
Static Leakage -> 0.675 nW
die area -> 0.00672 mm2
mean post-synth cell area -> 8.12 um2
main logic family after synthesis -> AND-OR/OR-AND gates
drt drc -> 0
yosys adder share -> 10.1%
cell type with the largest total area -> dfrtp_1
CTS tree -> done
Fill cells -> 357
DIE HEIGHT -> 82 um
IO Port Bufs -> 14
Via density -> 4.80
Init Core Util -> 24.9%
tool warnings -> 32
Yosys chip area -> 917 um2
Min-Delay Path Class -> input pin to flop
post-synthesis async set-or-reset flop share -> 100%
Synth mux share -> 0%
MI comb area -> 679 um2
Final ANT Viol Nets -> 0
number of cells in Yosys stat -> 113
synth warn -> 1
largest net degree at the start of global routing -> 10
Synth Seq Share -> 19.1%
Main area contributors -> dfrtp_1 19%, ha_1 6.8%, buf_6 4.9%, inv_1 4.5%, o21ai_0 3.8%
final setup margin -> -0.996 ns
DP Area -> 0.00122 mm2
critical path class -> flop to output pin
Final min period -> 3.20 ns
CP peak stage delay -> 0.37 ns
1st-pass router iterations -> 4
Reg area -> 176 um2
final hold violations -> 0
max cap viols -> 0
Most common reg cell -> dfrtp_1
Final Wtd Congestion -> 0.835
Final Max Slew Viols -> 0
Worst Clk Skew -> 0.0739 ns
n_diodes -> 0
aggregate global routing overflow -> 0
Slowest-stage cell, CP -> dfrtp_1
Post-Synth Simple-Gate Area -> 21.0%
worst skew pair latency -> 0.80 ns
Power Total -> 0.00137 W
CP endpoint kind -> output pin
antenna violations before repair -> 0
crit path DRT -> 1.76 ns
Total Routed Length -> 2810 um
Buf+Inv Stages, Crit Path -> 2
fin crit share -> 145%
Std-Cell Core Area -> 0.00369 mm2
Worst Path Arrival -> 2.76 ns
Global Route Usage Sum -> 9.15%
Vias -> 1037
cell area after layout -> 0.00154 mm2
detailed placement HPWL -> 1980 um
CP Cell Sequence -> buf_6 -> nor2_4 -> nand2_2 -> o32ai_2 -> a21oi_2 -> ha_2 -> fa_2 -> xnor2_2 -> xnor2_1 -> buf_2
cell area after synthesis -> 917 um2
first-pass GRT wire length -> 4990 um
post-synthesis instance total -> 113
I/O Pins -> 16
Peak VDD IR -> 0.000249 V
Top delay family on crit path -> adder cells
# rows -> 22
Post-synth EDFFs -> 0
PD cells -> 890 mW/mm2
vias in the first global route -> 1090
Die W -> 82 um
Cell Type Count -> 47
Crit Path Max Fanout -> 3
unrepaired setup endpoints after global routing -> true
Critical Path Start Type -> flop
Post-Synth AOI/OAI Area -> 34.1%
Post-Route Utilization -> 41.7%
Flops after synth -> 7
Final setup viols -> 6
xor/xnor share -> 2.86%
Largest type area fraction -> 19.1%
area grow syn2layout -> 67.7%
synth cell count leaders -> 11 x inv_1, 9 x nand2_1, 9 x nor2_1
WL/cell -> 13.0 um
-- stage by stage --
stage / hold WS [ns] / instances / worst slack (ns) / setup TNS [ns]
after detailed placement: 0.699 / 187 / -0.594 / -1.43
after floorplan: 0.144 / 113 / -0.0488 / -0.0575
final: 0.237 / 216 / -0.996 / -3.33
after CTS: 0.238 / 215 / -1.06 / -3.48
after global placement: 0.696 / 187 / -0.533 / -1.23
after global routing: 0.244 / 216 / -1.24 / -4.42
-- sequential cells by signal (all words and copies together) (netlist names) --
signal       count
minute           6
minute_done      1
-- worst min-delay path, cell delays in order --
cell and delay [ns]:
clkdlybuf4s50_1 0.40, inv_1 0.05, nor2_1 0.03
-- cell type report --
| type | instances | share of cell area (%) |
|---|---|---|
| clock buffers | 13 | 10.3 |
| clock inverters | 1 | 0.244 |
| inverters | 10 | 2.44 |
| multi-input cells | 87 | 44.2 |
| flip-flops and latches | 7 | 11.5 |
| well taps | 48 | 3.91 |
| repair buffers | 50 | 27.4 |
-- kinds of logic after synthesis --
family | Yosys count
AOI/OAI and AO/OA | 41
and+or+nand+nor | 35
buffers and inverters | 19
adders and majority gates | 7
DFF | 7
xor gates and xnor gates | 3
other | 1
-- path summary, 6_finish.rpt --
| path | slack, ns | to | from | cells past startpoint |
|---|---|---|---|---|
| worst min register to register | 0.72 | minute[0] | minute[0] | 3 |
| worst max register to register | 0.21 | minute[1] | minute[3] | 10 |
| max in group asynchronous | 1.44 | minute_done | rstn | 2 |
| min in group asynchronous | 0.45 | minute[5] | rstn | 2 |
| worst max-delay path | -1.0 | minute_units[3] | minute[2] | 10 |
| worst min-delay path | 0.24 | minute_done | clk_1s | 3 |
-- placed cells by master, fill, tap and decap left out, types with 2 or more instances in the layout --
cell type and instances:
o21a_1 4, clkbuf_1 2, inv_2 3, nand3_1 6, ha_1 3, buf_6 5
ha_2 2, a21oi_1 5, clkdlybuf4s50_1 7, dfrtp_1 6, buf_2 6, a22oi_1 2
clkbuf_8 11, o21ai_1 2, nor2b_1 2, inv_1 8, o21ai_0 7, and3_1 2
buf_4 28, nor2_1 8, a21oi_2 2, nand2_1 8
-- power by group --
group | internal, W | switching (W) | total [W]
Combinational | 0.000427 | 0.000344 | 0.000772
Clock | 0.000376 | 0.0000994 | 0.000476
Sequential | 0.0000920 | 0.0000291 | 0.000121
Total | 0.000895 | 0.000473 | 0.00137
-- what timing repair did --
action,in CTS,in global routing
buffers inserted,15,1
setup endpoints to repair,7,7
resized,35,3
hold buffers,1,0
pin swaps,12,6
endpoints found under the hold margin,7,0
-- routing by layer --
layer | part of all wire [%] | GRT usage (%)
met2 | 46 | 14.3
met4 | 3.5 | 4.08
met3 | 4.4 | 1.87
met5 | 0 | 0
met1 | 46 | 11.9
Power figures rest on the tool's default switching activity, not on a simulated workload.
