==> flow/design.v <==
module day_counter(
    input clk_1s,           
    input rstn,         
    input enable,
    input set_enable,            
    input set_mode,        
    input inc,              
    input dec,              
    input [3:0] month,     
    input [11:0] year,       
    output [3:0] day_tens,  
    output [3:0] day_units, 
    output reg day_done        
);
reg [4:0] day;
reg [4:0] days_in_month;
reg is_leap;
wire inc_pulse = (set_mode && inc); 
wire dec_pulse = (set_mode && dec); 
assign day_tens = (day >= 30) ? 3 : ((day >= 20) ? 2 : ((day >= 10) ? 1 :0));
assign day_units = day - day_tens * 10;
wire tick = (!set_mode) ? enable : (inc_pulse | dec_pulse);
always @(year) begin
    if (year >= 2000 && year <= 2999) begin
        case (year)
            2000, 2400, 2800: is_leap = 1;  
            2100, 2200, 2300, 2500, 2600, 2700, 2900: is_leap = 0;  
            default: begin
                is_leap = (year[1:0] == 0);
            end
        endcase
    end
    else begin
        is_leap = 0;
    end
end
always @(month, is_leap) begin
    days_in_month = 31;
    case (month)
        1, 3, 5, 7, 8, 10, 12: days_in_month = 31;
        4, 6, 9, 11: days_in_month = 30;
        2: days_in_month = is_leap ? 29 : 28;
        default: days_in_month = 31;
    endcase
end
always @(posedge enable or negedge rstn) begin
    if (!rstn) begin
        day_done <= 0;
    end else begin
        day_done <= (day == days_in_month && clk_1s);
    end
end
always @(posedge tick or negedge rstn) begin
    if (!rstn) begin
        day <= 1;
    end else if (set_enable && set_mode) begin
        if (inc_pulse) begin
            day <= (day >= days_in_month) ? 1 : day + 1;
        end else if (dec_pulse) begin
            day <= (day == 1) ? days_in_month : day - 1;
        end
    end else if (!set_enable) begin
        if (day == days_in_month) begin
            day <= 1;
        end else begin
            day <= day + 1;
        end
    end
end
endmodule
==> flow/run.sh <==
#!/bin/bash
# OpenROAD 26Q1-2900-gdf79404cd8, Yosys 0.63+post, stock flow scripts
make -C /OpenROAD-flow-scripts/flow DESIGN_CONFIG=/design/flow/config.mk WORK_HOME=/design/flow/orfs finish
==> flow/config.mk <==
export PLATFORM = sky130hd
export DESIGN_NAME = day_counter
export DESIGN_NICKNAME = day_counter
export VERILOG_FILES = /design/flow/design.v
export SDC_FILE = /design/flow/constraint.sdc
export NUM_CORES = 4
export LEC_CHECK = 1
export CORE_AREA = 10 10 98 98
export DIE_AREA = 0 0 108 108
==> flow/constraint.sdc <==
current_design day_counter

set clk_period 2.1
set clk_io_pct 0.2

create_clock -name clk0 -period $clk_period [get_ports {enable}]

set non_clock_inputs [all_inputs -no_clocks]
set_input_delay [expr $clk_period * $clk_io_pct] -clock clk0 $non_clock_inputs
set_output_delay [expr $clk_period * $clk_io_pct] -clock clk0 [all_outputs]
==> results_slide.txt <==
Key Metrics from the Run

Route
  – Vias: 1,261
  – DR pass1 iterations: 4
  – DR iter-0 viols: 87
  – Final WL: 3.550 mm
  – Routed WL per cell: 11.34 µm
  – Vias/cell: 4.029
  – ANT cells: 0
  – DRC violations left: 0
  – Final ANT Viol Nets: 0

Logic synthesis
  – Post-synthesis cell type count: 40
  – Yosys synthesis chip area: 942.2 µm²
  – Sequential fraction of the synthesis area: 16.07%
  – Ys async rst share: 100.0%
  – Ys flop type: dfrtp_1
  – Area share, top type: 13.28%
  – Cells after Synth: 128
  – Post-synth top cells: inv_1 (12), nand2_1 (11), nor2_1 (10)
  – Avg Cell Area, Syn: 7.361 µm²
  – Post-synthesis cell type with the largest instance count: inv_1
  – #FFs+latches synth: 6
  – EDFF count, synth: 0
  – Most area-consuming cells after synthesis: dfrtp_1 (13%), ha_1 (9.3%), inv_1 (4.8%)
  – Post-Syn Area: 942.2 µm²
  – Leading area contributor after synthesis: dfrtp_1
  – Number of cells in Yosys stat: 128
  – Synthesis Warnings: 1

Setup path
  – Critical-path maximum fanout: 3
  – Crit path launch type: register
  – WS Path Type: register to output pin
  – Worst setup EP type: output pin
  – CP peak stage delay: 0.41 ns
  – Slowest-stage cell, CP: dfrtp_1
  – CP Data Arrival Time: 2.63 ns
  – R2R setup slack: 0.08 ns
  – Req. time, crit path: 1.68 ns
  – Crit path cell chain: inv_4, a21oi_2, o22ai_2, a31oi_2, ha_2, inv_2, fa_2, xor2_2, xnor2_1, buf_2

Global routing
  – Initial antenna violation count: 0
  – Number of global-route vias before repair: 1,291
  – GR Overflow Total: 0
  – Pin count of the biggest net entering global routing: 9
  – Total GRT Usage: 5.750%
  – First-pass GRT wire length: 5.664 mm

Floorplan
  – Core area: 0.007647 mm²
  – Init Core Util: 12.32%
  – I/O Pins: 32
  – Row count: 32
  – Die area: 0.01166 mm²
  – Die H: 108 µm
  – Width of the die: 108 µm

Place
  – PortBufs: 29
  – DPL Wire Length: 2.478 mm
  – RePlAce Congestion: 0.8917
  – Inst Count DP: 281

Cells and area
  – Storage cell area: 152.6 µm²
  – Area grow syn2layout: 116.1%
  – Gate Area: 909.6 µm²
  – Tally of filler cells in the layout: 762
  – Layout cell share with drive strength beyond 1: 52.13%
  – Non-filler cells in the finished layout: 313

Power
  – Pwr per Cell Area: 608.7 mW/mm²
  – Cell leakage power: 0.8754 nW
  – Maximum vdd drop: 336.8 µV

Flow run
  – Maxcap violations: 0
  – Tool warning count: 32

Clock network
  – Clock-pin slew on the worst setup and hold paths: 0.04 ns
  – CTS tree: done
  – Clock Latency Late Sink: 0.78 ns

Timing
  – Slew Limit Fails: 0
  – Final setup viols: 5
  – Max Fclk: 0.3282 GHz
  – Final count of hold timing violations: 0
  – Min Tclk post-route: 3.047 ns
  – Setup_tns: -2.880 ns
  – Final setup margin: -0.9467 ns
  – Worst Skew: 0.04942 ns
  – Period utilization: 145.1%
  – Unrepaired setup endpoints after global routing: yes

Status
  – Outcome: finished with violations
  – Failing checks: negative setup slack

Min path
  – Worst min path class: primary input to register
per-stage QoR:
step | util, % | power [mW] | hold slack (ns) | worst slack, ns | cell area (µm²)
4_1_cts | 24.90 | 1.192 | 0.2220 | -0.9779 | 1904
3_5_place_dp | 20.09 | 0.6182 | 0.6852 | -1.113 | 1536
6_report | 26.62 | 1.239 | 0.2214 | -0.9467 | 2036
2_1_floorplan | - | 0.3597 | 0.1244 | -0.2167 | 972.2
5_1_grt | 26.62 | 1.344 | 0.2046 | -1.090 | 2036
3_3_place_gp | 20.09 | 0.6178 | 0.6906 | -1.088 | 1536
cell usage in the layout, fill, tap and decap left out, types with 2 or more instances in the layout:
cell type        Yosys  final
nand2b_4             0      2
buf_2                0      5
buf_8                0      2
nand2b_1             4      2
nor3_1               5      2
dlygate4sd2_1        0      5
a31oi_2              0      2
clkbuf_1             0      2
nor2_2               0      2
a31oi_1              6      4
nand4b_1             2      2
xnor2_1              2      2
buf_6                2      8
buf_4                4     36
nand2_1             11      9
nor3_2               0      3
o21a_1               2      2
clkbuf_2             0      4
a21oi_2              0      2
nand3_1              7      7
dfrtp_1              5      4
nand4_1              2      2
nand2_2              0      2
o211ai_1             2      2
a21oi_1              6      3
o21ai_0              8      5
ha_1                 7      3
o21ai_2              2      4
clkdlybuf4s50_1      0     10
nor2_1              10      7
dlymetal6s2s_1       0      4
o22ai_2              0      2
inv_1               12      8
clkbuf_8             0     11
ha_4                 0      3
inv_2                0      3
conb_1               1      2
o22ai_1              6      4
critical path, delay by kind of cell, from the launching register on:
| kind | cells | cell delay [ns] |
|---|---|---|
| buffers and inverters | 3 | 0.20 |
| xor gates and xnor gates | 2 | 0.28 |
| DFF | 1 | 0.41 |
| AOI/OAI and AO/OA | 3 | 0.41 |
| adders and majority gates | 2 | 0.54 |
routing by layer:
| metal | vias to the layer above | track usage [%] | wire, µm |
|---|---|---|---|
| li1 | 628 | - | - |
| met1 | 592 | 6.979 | 1555 |
| met2 | 37 | 9.181 | 1728 |
| met3 | 4 | 2.289 | 238 |
| met4 | 0 | 1.718 | 27 |
| met5 | - | 0 | 0 |
worst paths after layout:
kind,start,end,cells after the start
worst max-delay path,day[2],day_units[3],10
worst min-delay path,clk_1s,day_done,3
worst max register to register,day[2],day[1],12
worst min register to register,day[2],day[2],3
max in group asynchronous,rstn,day[0],2
min in group asynchronous,rstn,day[2],2
layout make-up:
class	instances	share of cell area, %
sequential	6	7.498
inverter	11	2.151
clock buffer	13	7.806
tap	102	6.269
multi-input combinational	105	44.68
clock inverter	1	0.1844
timing repair buffer	75	31.41
kinds of logic after synthesis:
family | Yosys count | synth area share, %
other | 1 | 0.3980
xor gates and xnor gates | 4 | 3.719
buffers and inverters | 18 | 10.36
and+or+nand+nor | 50 | 29.62
muxes | 1 | 1.062
DFF | 6 | 16.07
AOI/OAI and AO/OA | 40 | 27.36
adders and majority gates | 8 | 11.42
state kept, by name (all words and copies together), names as in the netlist:
signal and flops:
day 5, day_done 1
where the power goes:
| part | switching [mW] | total [mW] | internal [mW] |
|---|---|---|---|
| clock network | 0.101 | 0.484 | 0.383 |
| logic | 0.288 | 0.659 | 0.371 |
| registers | 0.0211 | 0.0964 | 0.0752 |
what timing repair did:
action,CTS,global route
setup buffers,22,4
hold endpoints to repair,5,0
endpoints found under the setup margin,11,10
resized,54,40
pin swaps,18,22
hold buffers,1,0
Power figures rest on the tool's default switching activity, not on a simulated workload.
